[/design/flow/design.v]
`timescale 1ns/1ns
module adder(z,x,y);
input [15:0] x;
input [15:0] y;
output [15:0] z;
reg [15:0] out;
assign z=out;
always @(*) begin
out=x+y;
end
endmodule
`timescale 1ns/1ns
module compare(eqz,bout);
input [15:0] bout;
output eqz;
assign eqz=(bout==16'h0000);
endmodule
`timescale 1ns/1ns
module mul_add_datapath(eqz,lda,ldb,ldp,decb,clrp,data_in,clk);
input ldp,ldb,lda,clrp,decb,clk;
input [15:0] data_in;
output eqz;
wire [15:0] bus,bout,x,y,z;
assign bus=data_in;
register_a a(x,bus,lda,clk);
register_p p(y,z,ldp,clrp,clk);
register_b b(bout,bus,ldb,decb,clk);
adder add(z,x,y);
compare cmp(eqz,bout);
endmodule
`timescale 1ns/1ns
module register_a (x,bus,lda,clk);
input lda,clk;
input [15:0] bus;
output [15:0] x;
reg [15:0]outa;
assign x=outa;
always @(posedge clk) 
begin 
if (lda) 
begin
outa<=bus;
end
end
endmodule
`timescale 1ns/1ns
module register_b(bout,bus,ldb,decb,clk);
input decb,clk,ldb;
input [15:0] bus;
output [15:0] bout;
reg [15:0]out;
assign bout=out;
always @(posedge clk)
begin 
if(ldb)
out<=bus;
else if(decb)
out<=out-16'h0001;
end
endmodule
`timescale 1ns/1ns
module register_p(y,z,ldp,clrp,clk);
input ldp,clrp,clk;
input [15:0] z;
output [15:0] y;
reg [15:0] out;
assign y=out;
always @(posedge clk)
begin 
if(clrp)
out<=16'h0000;
if(ldp)
out<=z;
end
endmodule
[/design/flow/run.sh]
#!/bin/bash
# OpenROAD 26Q1-2900-gdf79404cd8, Yosys 0.63+post, stock flow scripts
make -C /OpenROAD-flow-scripts/flow DESIGN_CONFIG=/design/flow/config.mk WORK_HOME=/design/flow/orfs finish
[/design/flow/config.mk]
export PLATFORM = sky130hd
export DESIGN_NAME = mul_add_datapath
export DESIGN_NICKNAME = mul_add_datapath
export VERILOG_FILES = /design/flow/design.v
export SDC_FILE = /design/flow/constraint.sdc
export NUM_CORES = 4
export LEC_CHECK = 1
export CORE_AREA = 10 10 90 90
export DIE_AREA = 0 0 100 100
[/design/flow/constraint.sdc]
current_design mul_add_datapath

set clk_period 4.3
set clk_io_pct 0.2

create_clock -name clk0 -period $clk_period [get_ports {clk}]

set non_clock_inputs [all_inputs -no_clocks]
set_input_delay [expr $clk_period * $clk_io_pct] -clock clk0 $non_clock_inputs
set_output_delay [expr $clk_period * $clk_io_pct] -clock clk0 [all_outputs]
==> qor.yml <==
status: "finished, final reports clean"
fin_tns_setup_ns: 0
grt-ovfl-total: 0
met2_usage_pct: 5.874
worst_slew_pin_slew_ns: 0.4336
reg_top3: "b.out x16"
worstHoldPathType: "flop to flop"
crit_type: "flop to primary output"
antenna_found_initial: 0
cts_buffers: 3
max_freq_ghz: 0.3008
p_switching_uw: 95.49
yosysTopAreaCell: "edfxtp_1"
grt_setup_unrepaired: "false"
clkPwrFrac_pct: 28.7
slew_viol_final: 0
num_io_pins: 23
avgRoutedWirePerCell_um: 10.96
internal_power_uw: 296.4
path_max_fanout: 6
ys_types: 26
largest_register_ffs: 16
top_cell_area_share_pct: 50.79
initCoreUtil_pct: 15.07
min_from: "b.out[0]"
ys_top_cells_by_area: "edfxtp_1 51%, o21ai_0 7.4%, xnor2_1 7.4%"
clk_latency_ns: 0.25
post-cts-setup-buffers: 0
via_per_inst: 3.807
core-area_mm2: 0.006277
cts_buffer_depth: 2
combPwrFrac_pct: 16.9
p_seq_share_pct: 54.4
cts-root-buf: "clkbuf_8"
grt_pass1_vias: 715
die_w_um: 100
rrSetupSlack_ns: 2.20
std_cell_rows: 29
fill_cells: 678
final_antenna_net_count: 0
h-tree-depth: 1
min_period_over_period_pct: 77.32
setup_viol: 0
ys_warn_count: 4
yosys_register_bits: 16
max_slew_margin_pct: 71.01
p_sw_share_pct: 24.37
worst_ep_required_time_ns: 3.44
ctsResizeCount: 0
regToRegStartpoint: "b.out[0]"
worst_setup_path_end_kind: "primary output"
ys_chip_area_um2: 945.9
peakVddDrop_mv: 0.1340
synth_area_um2: 945.9
finalWirelength_mm: 2.105
drive_above_1_share_pct: 8.696
hpwlAfterDp_mm: 1.585
finish.utilization_pct: 20.33
most-common-layout-cells: "19 x clkdlybuf4s50_1, 16 x edfxtp_1, 15 x nand2_1"
drtPass1Iterations: 4
tritoncts: "yes"
grt_use_met3_pct: 2.359
numPortBuffers: 19
grt_max_degree: 20
vias: 731
track_usage_pct: 4.257
path_clk_slew_ns: 0.06
cts_hold_buf: 0
start_kind: "flop"
worstPathArrival_ns: 2.46
warnings: 28
total_power_uw: 391.9
layout_top_cell: "clkdlybuf4s50_1"
synth_area_per_cell_um2: 10.06
diodes: 0
p_per_area_mw_per_mm2: 307.0
drt-initial-drc-count: 23
startpoint: "b.out[0]"
clock_sinks: 16
synth_seq_share_pct: 50.79
finClkSkew_ns: 0.005065
syn2layout_area_growth_pct: 34.92
final.min_clock_period_ns: 3.325
die_area_mm2: 0.01000
place_congestion: 0.7649
ys_cells: 94
leakagePower_nw: 0.4092
grt_pass1_wl_mm: 3.450
maxCapViolCount: 0
regMostFlops: "b.out"
drc: 0
die_h_um: 100
grt-busiest-layer: "met1"
hold_viol: 0
synthCells: 94
grt_use_met1_pct: 6.016
-- final timing paths --
path,end,cells past startpoint
min,b.out[0],1
max,eqz,6
min reg2reg,b.out[0],1
max reg2reg,b.out[10],6
-- power groups by stage --
stage,logic [mW],clock network (mW),registers [mW]
finish,0.0663,0.112,0.213
global route,0.0757,0.124,0.216
CTS,0.0681,0.116,0.213
-- worst max-delay path, stage by stage, from the launching register on --
cell	delay, ns
edfxtp_1	0.42
inv_1	0.08
ha_1	0.17
or3b_2	0.55
nor4_2	0.37
and2_1	0.18
clkdlybuf4s50_1	0.45
-- per-stage QoR --
| stage | hold slack [ns] | setup slack [ns] | instances | area [um^2] |
|---|---|---|---|---|
| floorplan | 0.5991 | 1.808 | 94 | 945.9 |
| global placement | 0.6313 | 1.224 | 188 | 1231 |
| detailed placement | 0.6403 | 1.202 | 188 | 1231 |
| CTS | 0.6485 | 0.9318 | 192 | 1276 |
| global route | 0.6720 | 0.8265 | 192 | 1276 |
| finish | 0.6399 | 0.9752 | 192 | 1276 |
-- cell type report --
class                      count  area, um^2  area share, %
inverter                       3       11.26         0.8824
timing repair buffer          21       205.2          16.08
multi-input combinational     71       437.9          34.31
sequential                    16       480.5          37.65
clock buffer                   3       41.29          3.235
tap                           77       96.34          7.549
clock inverter                 1       3.754         0.2941
-- kinds of logic (layout without fill, tap and decap cells) --
family,Yosys count,after routing,share of synthesized area (%)
mux,1,1,1.190
fa+ha+maj,1,1,1.323
flops,16,16,50.79
xor+xnor,12,12,11.11
buf+inv,7,28,2.909
compound gates,16,16,8.862
simple gates,41,41,23.81
-- Yosys cell counts --
| cell type | n |
|---|---|
| edfxtp_1 | 16 |
| nand4_1 | 1 |
| o21ai_0 | 14 |
| and2_1 | 1 |
| nor4_2 | 1 |
| nor2b_1 | 2 |
| xnor2_1 | 8 |
| o31a_1 | 1 |
| xor2_1 | 4 |
| buf_2 | 1 |
| or4_1 | 1 |
| clkbuf_1 | 3 |
| nor3_1 | 4 |
| nor2_1 | 1 |
| nor4b_1 | 1 |
| or3b_2 | 1 |
| or2_2 | 1 |
| or3_1 | 3 |
| ha_1 | 1 |
| mux2_2 | 1 |
| a21oi_1 | 1 |
| nand3_1 | 3 |
| nand2_1 | 15 |
| nor4_1 | 5 |
| or4_4 | 1 |
| inv_1 | 3 |
-- layer usage --
| layer | part of all wire, % | vias to the layer above | wire length (um) |
|---|---|---|---|
| li1 | - | 386 | - |
| met1 | 49 | 325 | 1038 |
| met2 | 40 | 18 | 843 |
| met3 | 9.9 | 2 | 209 |
| met4 | 0.62 | 0 | 13 |
| met5 | 0 | - | 0 |
Power is estimated from default activity; no workload was simulated.
