==> design.v <==
`timescale 1ns/1ns
module mul_add_controlpath(lda,ldb,ldp,clrp,decb,done,eqz,clk,start);
input eqz,clk,start;
output reg lda,ldb,ldp,clrp,decb,done;
reg [2:0] state; 
parameter S0=3'b000, S1=3'b001, S2=3'b010, S3=3'b011, S4=3'b100; 
always @(posedge clk) 
    begin 
      case (state) 
        S0:    if (start) state <= S1; 
        S1:    state <= S2; 
        S2:    state <= S3; 
        S3:     if (eqz) state <= S4; 
        S4:    state <= S4; 
        default: state <= S0; 
endcase 
    end 
always @(state) begin
    case (state)
        S0: begin 
            lda = 0; ldb = 0; ldp = 0; clrp = 0; decb = 0;
        end
        S1: begin 
            lda = 1; 
        end
        S2: begin 
            lda = 0; ldb = 1; clrp = 1;
        end
        S3: begin 
            ldb = 0; ldp = 1; clrp = 0; decb = 1;
        end
        S4: begin 
            done = 1; ldb = 0; ldp = 0; decb = 0;
        end
        default: begin 
            lda = 0; ldb = 0; ldp = 0; clrp = 0; decb = 0;
        end
    endcase
end
endmodule
==> config.mk <==
export PLATFORM = sky130hd
export DESIGN_NAME = mul_add_controlpath
export DESIGN_NICKNAME = mul_add_controlpath
export VERILOG_FILES = /design/flow/design.v
export SDC_FILE = /design/flow/constraint.sdc
export NUM_CORES = 4
export LEC_CHECK = 1
export CORE_AREA = 10 10 70 70
export DIE_AREA = 0 0 80 80
==> constraint.sdc <==
current_design mul_add_controlpath

set clk_period 2.0
set clk_io_pct 0.2

create_clock -name clk0 -period $clk_period [get_ports {clk}]

set non_clock_inputs [all_inputs -no_clocks]
set_input_delay [expr $clk_period * $clk_io_pct] -clock clk0 $non_clock_inputs
set_output_delay [expr $clk_period * $clk_io_pct] -clock clk0 [all_outputs]
==> run.sh <==
#!/bin/bash
# OpenROAD 26Q1-2900-gdf79404cd8, Yosys 0.63+post, stock flow scripts
make -C /OpenROAD-flow-scripts/flow DESIGN_CONFIG=/design/flow/config.mk WORK_HOME=/design/flow/orfs finish
==> run summary <==
State of the implementation.

- Ranking logic cells in the layout by count gives the top entries sky130_fd_sc_hd__clkdlybuf4s50_1, sky130_fd_sc_hd__nor2_1, sky130_fd_sc_hd__dlxtn_1.
- The total number of yosys warnings is 1, for reference.
- In this run the static leakage power is roughly 0.14 nW.
- Endpoints with negative setup slack in the final report add up to 0.
- The maximum clock rate is ~760 MHz, for reference.
- The element type at the critical path start is an input pin, for reference.
- The global placement routability congestion is 0.716, for reference.
- The portion of total power attributed to the clock network is between 20% and 30%, for reference.
- The count of tool warnings is 25, for reference.
- The clock tree from TritonCTS is built, for reference.
- The count of endpoints without a timing constraint is 9, for reference.
- The Yosys chip area is approximately 260 µm², for reference.
- After clock tree synthesis, the setup repair step added 0 buffers.
- The internal power is around 0.35 mW, for reference.
- The switching component of the power was reported as between 0.15 and 0.2 mW.
- The cell count after synthesis is 26, for reference.
- The via count of the first global-routing pass is a little under 200, for reference.
- The first-pass GRT wire length is 834 µm, for reference.
- For the finished layout, the period the worst path requires is between 1 and 1.5 ns.
- The total power per unit cell area is 1300 nW/µm², for reference.
- The arrival time of data at the critical path endpoint is ~1.2 ns, for reference.
- Counting pins that exceed their max-slew limit in the final report gives 0.
- Setup repair after global routing left no endpoint under its margin.
- The sequential share of power is roughly 46%, for reference.
- The number of search-and-repair iterations in the first detailed-routing pass is 2, for reference.
- The final tally of hold violations is 0, for reference.
- The number of hold-repair buffers added at the cts stage is 0, for reference.
- The count of nets left with antenna violations once routing finished came out at 0.
- The final worst clock skew is slightly above 0.001 ns, for reference.
- The total inserted antenna cells is 0, for reference.
- CTS placed an instance of sky130_fd_sc_hd__clkbuf_4 at the clock tree root.
- In this run the VDD rail shows a maximum IR drop of about 230 µV.
- The total number of vias is approximately 190, for reference.
- The die height is approximately 80 µm, for reference.
- The starting DRC count in detailed routing is 18, for reference.
- The total negative setup slack is 0 ns, for reference.
- At the end of the flow the core is filled with cells to about 12%.
- The number of cells upsized or downsized after cts is 0, for reference.
- The number of antenna violations at the first check in global routing is 0, for reference.
- In the final routed layout, each cell accounts on average for between 6 and 7 µm.
- By instance count after routing, the leading logic cell type is sky130_fd_sc_hd__clkdlybuf4s50_1.
- After detailed routing, the number of vias per cell comes to approximately 2.3.
- The placed wire-length estimate is roughly 430 µm, for reference.
- The die width is roughly 80 µm, for reference.
- In this run the maximum-capacitance check reported violations numbering 0.
- The path type of the worst min-delay path is register to register, for reference.
- The floorplan row count is 21, for reference.
- The number of buffers between clock root and the deepest sink is 2, for reference.
- The remaining routing DRC violations is 0, for reference.
- The worst path setup slack after routing is 0.677 ns, for reference.
- Across every metal layer, demand over resource in global routing totals between 1.5 and 2%.
- The data required time at the worst endpoint is 1.90 ns, for reference.
- In this run the count of I/O pins placed on the die edge is 9.
- The net switching share of the total power is a little under a third, for reference.
- By startpoint and endpoint, the worst setup path is classified as input pin to register.
- The flow ran to the end, and the final reports show no timing, DRC or antenna violations.
- The number of cells reported by Yosys stat comes to 26.
- The area growth from synthesis to final layout is 51.2%, for reference.
- The post-route netlist has 8.82% of its cells at a drive strength greater than 1.
- The final layout contains routed wiring with a total length of approximately 520 µm.
- The report shows a maximum critical-path fanout of 3.
- STA classifies the critical path endpoint as a register.
- The power consumption is 0.514 mW, for reference.
- The die area is roughly 6400 µm², for reference.
- For this configuration, the core starts out at a cell density of 7.66%.
- The count of input and output buffers is 7, for reference.
- The register bit total from synthesis is 7, for reference.
- The number of register pins that no clock reaches is 4, for reference.
- Summing every instance area after synthesis gives 262 µm².
- The clock reaches the later pin of the worst-skew pair after roughly 0.23 ns.
- The worst path uses about two thirds of the clock period.
- The placeable core region is approximately 3400 µm², for reference.
- Setup slack on the worst path after placement came out at 0.430 ns.
- The clock-pin transition on the worst setup and hold timing paths is about 0.040 ns, for reference.
- The count of distinct cell types in the synthesized netlist is 14, for reference.
- CTS built an H-tree with a depth of 1.
- The number of buffers created by CTS is 3, for reference.
- Combinational logic burns 33.6% of the power.
- The mean post-synth cell area is about 10 µm², for reference.
- Summed over all layers, the global routing overflow is 0.
- Entering global routing, the biggest net connects 10 pins.
==> registers in the layout, indices dropped and copies added (netlist names) <==
| name | cells |
|---|---|
| clrp | 1 |
| decb | 1 |
| lda | 1 |
| ldb | 1 |
| state | 3 |
==> per-layer routing <==
layer | share of wire (%) | vias to the layer above | global-route usage (%)
li1 | - | 99 | -
met1 | 39 | 81 | 1.48
met2 | 40 | 7 | 2.25
met3 | 20 | 0 | 2.05
met4 | 0 | 0 | 0.704
met5 | 0 | - | 0
==> worst max-delay path: stages <==
cell and delay, ns:
sky130_fd_sc_hd__clkdlybuf4s50_1 0.48, sky130_fd_sc_hd__nor2_1 0.04, sky130_fd_sc_hd__a31oi_1 0.30
==> cell usage after synthesis <==
master                     count  share of area, %
sky130_fd_sc_hd__buf_4         2               5.7
sky130_fd_sc_hd__nand2b_1      2               4.8
sky130_fd_sc_hd__dlxtn_1       4                23
sky130_fd_sc_hd__nor2_1        5               7.2
sky130_fd_sc_hd__nor4_1        1               2.4
sky130_fd_sc_hd__and2_1        1               2.4
sky130_fd_sc_hd__buf_2         1               1.9
sky130_fd_sc_hd__edfxtp_1      3                34
sky130_fd_sc_hd__conb_1        1               1.4
sky130_fd_sc_hd__and3b_1       1               3.3
sky130_fd_sc_hd__a31oi_1       1               2.4
sky130_fd_sc_hd__a21oi_1       1               1.9
sky130_fd_sc_hd__xnor2_1       1               3.3
sky130_fd_sc_hd__o21bai_1      2               5.7
==> stage by stage <==
| step | hold WS, ns | cells | instance area (µm²) |
|---|---|---|---|
| 5_1_grt | 0.753 | 80 | 395 |
| 4_1_cts | 0.693 | 80 | 395 |
| 3_3_place_gp | 0.671 | 76 | 369 |
| 6_report | 0.692 | 80 | 395 |
| 3_5_place_dp | 0.691 | 76 | 369 |
| 2_1_floorplan | 0.640 | 26 | 262 |
==> cells by family (layout without fill, tap and decap cells) <==
group           Yosys count  count (layout)  share of synthesized area (%)
compound gates            4               4                           10.0
xor+xnor                  1               1                           3.35
latches                   4               4                           23.0
flops                     3               3                           34.5
other cells               1               1                           1.43
simple gates             10              10                           20.1
buf+inv                   3              11                           7.65
==> path summary, 6_finish.rpt <==
check             startpoint  endpoint  slack (ns)  cells past startpoint
setup / recovery         eqz  state[0]        0.68                      3
hold / removal      state[2]  state[1]        0.69                      1
setup reg to reg    state[1]  state[2]        0.82                      2
hold reg to reg     state[2]  state[1]        0.69                      1
==> power groups by stage <==
stage	combinational (mW)	clock, mW	sequential [mW]
after global routing	0.202	0.116	0.250
final	0.173	0.105	0.236
after CTS	0.177	0.112	0.236
==> cell type report <==
class	instances	area, µm²
tap	46	57.6
multi-input combinational	16	91.3
fill	400	3020
clock buffer	4	26.3
sequential	7	150
timing repair buffer	7	70.1
Power is estimated from default activity; no workload was simulated.
